<file path="flow/constraint.sdc">
current_design IMPOR

set clk_period 4.8
set clk_io_pct 0.2

create_clock -name clk0 -period $clk_period [get_ports {clk}]

set non_clock_inputs [all_inputs -no_clocks]
set_input_delay [expr $clk_period * $clk_io_pct] -clock clk0 $non_clock_inputs
set_output_delay [expr $clk_period * $clk_io_pct] -clock clk0 [all_outputs]
</file>
<file path="flow/config.mk">
export PLATFORM = sky130hd
export DESIGN_NAME = IMPOR
export DESIGN_NICKNAME = IMPOR
export VERILOG_FILES = /design/flow/design.v
export SDC_FILE = /design/flow/constraint.sdc
export NUM_CORES = 4
export LEC_CHECK = 1
export CORE_UTILIZATION = 40
</file>
<file path="flow/design.v">
module IMPOR(
	output  reg [2:0] out,
	output  reg out_valid,
	output  reg ready,
	input  [2:0] in,
	input  [2:0] mode,
	input  in_valid,
	input  clk,
	input  rst_n
);
parameter IDLE=0,INPUT=1,EX=2,OUTPUT=3;
reg [1:0]current_state,next_state;
reg tmp;
reg [1:0]j;
reg [2:0]p1,p2,p3,p4,p5,p6,p7,p8,p9;
reg [3:0]count;
always@(posedge clk or negedge rst_n) begin
        if(!rst_n)
                ready<=1;
	else
		ready<=1;
end
always@(posedge clk or negedge rst_n) begin
	if(!rst_n)
		current_state<=IDLE;
	else
		current_state<=next_state;
end
always@(*) begin
	case(current_state)
		IDLE:
			if(in_valid==1)
				next_state<=INPUT;
			else
				next_state<=IDLE;
		INPUT:
			if(in_valid==0)
				next_state<=EX;
			else
				next_state<=INPUT;
		EX:
			if(count==9)
				next_state<=OUTPUT;
			else
				next_state<=EX;
		OUTPUT:
				next_state<=IDLE;
		default:
			next_state<=IDLE;
	endcase
end
always@(posedge clk or negedge rst_n) begin
	if(!rst_n) 
		p1<=0;
	else if(in_valid==1&&count==0)
		p1<=in;
	else if(in_valid==1&&count==9) begin
		case(mode)
			1:p1<=p3;
			2:p1<=p7;
			3:p1<=p3;
			4:p1<=p7;
			5:p1<=(p1==7)?7:p1+1;
			default:p1<=p1;
		endcase
	end
	else
		p1<=p1;
end
always@(posedge clk or negedge rst_n) begin
        if(!rst_n)
                p2<=0;
        else if(in_valid==1&&count==1)
                p2<=in;
        else if(in_valid==1&&count==9) begin
                case(mode)
                        2:p2<=p8;
                        3:p2<=p6;
                        4:p2<=p4;
                        6:p2<=(p2==7)?7:p2+1;
			default:p2<=p2;
                endcase
        end
        else
                p2<=p2;
end
always@(posedge clk or negedge rst_n) begin
        if(!rst_n)
                p3<=0;
        else if(in_valid==1&&count==2)
                p3<=in;
        else if(in_valid==1&&count==9) begin
                case(mode)
                        1:p3<=p1;
                        2:p3<=p9;
                        3:p3<=p9;
                        4:p3<=p1;
                        7:p3<=(p3==7)?7:p3+1;
			default:p3<=p3;
                endcase
        end
        else
                p3<=p3;
end
always@(posedge clk or negedge rst_n) begin
        if(!rst_n)
                p4<=0;
        else if(in_valid==1&&count==3)
                p4<=in;
        else if(in_valid==1&&count==9) begin
                case(mode)
                        1:p4<=p6;
                        3:p4<=p2;
                        4:p4<=p8;
                        5:p4<=(p4==7)?7:p4+1;
			default:p4<=p4;
                endcase
        end
        else
                p4<=p4;
end
always@(posedge clk or negedge rst_n) begin
        if(!rst_n)
                p5<=0;
        else if(in_valid==1&&count==4)
                p5<=in;
        else if(in_valid==1&&count==9) begin
                case(mode)
                        6:p5<=(p5==7)?7:p5+1;
			default:p5<=p5;
                endcase
        end
        else
                p5<=p5;
end
always@(posedge clk or negedge rst_n) begin
        if(!rst_n)
                p6<=0;
        else if(in_valid==1&&count==5)
                p6<=in;
        else if(in_valid==1&&count==9) begin
                case(mode)
                        1:p6<=p4;
                        3:p6<=p8;
                        4:p6<=p2;
                        7:p6<=(p6==7)?7:p6+1;
			default:p6<=p6;
                endcase
        end
        else
                p6<=p6;
end
always@(posedge clk or negedge rst_n) begin
        if(!rst_n)
                p7<=0;
        else if(in_valid==1&&count==6)
                p7<=in;
        else if(in_valid==1&&count==9) begin
                case(mode)
                        1:p7<=p9;
                        2:p7<=p1;
                        3:p7<=p1;
                        4:p7<=p9;
                        5:p7<=(p7==7)?7:p7+1;
			default:p7<=p7;
                endcase
        end
        else
                p7<=p7;
end
always@(posedge clk or negedge rst_n) begin
        if(!rst_n)
                p8<=0;
        else if(in_valid==1&&count==7)
                p8<=in;
        else if(in_valid==1&&count==9) begin
                case(mode)
                        2:p8<=p2;
                        3:p8<=p4;
                        4:p8<=p6;
                        6:p8<=(p8==7)?7:p8+1;
			default:p8<=p8;
                endcase
        end
        else
                p8<=p8;
end
always@(posedge clk or negedge rst_n) begin
        if(!rst_n)
                p9<=0;
        else if(in_valid==1&&count==8)
                p9<=in;
        else if(in_valid==1&&count==9) begin
                case(mode)
                        1:p9<=p7;
                        2:p9<=p3;
                        3:p9<=p7;
                        4:p9<=p3;
                        7:p9<=(p9==7)?7:p9+1;
			default:p9<=p9;
                endcase
        end
        else
                p9<=p9;
end
always@(posedge clk or negedge rst_n) begin
	if(!rst_n)
		tmp<=0;
	else if(next_state==OUTPUT)
		tmp<=0;
	else if(in_valid==1&&count==9&&mode==0)
		tmp<=1;
	else tmp<=tmp;
end
always@(posedge clk or negedge rst_n) begin
	if(!rst_n)
		count<=0;
	else if(in_valid==1&&count<9)
		count<=count+1;
	else if(tmp==1) begin
		count<=count+1;
		if(next_state==OUTPUT)
			count<=0;
	end
	else if(mode==0)
		count<=0;
	else 
		count<=count;
end
always@(posedge clk or negedge rst_n) begin
	if(!rst_n)
		out<=0;
	else if(next_state==OUTPUT)
		out<=0;
	else if(tmp==1) begin
		case(count)
			0: out<=p1;
			1: out<=p2;
			2: out<=p3;
			3: out<=p4;
			4: out<=p5;
			5: out<=p6;
			6: out<=p7;
			7: out<=p8;
			8: out<=p9;
			default: out<=out;
		endcase
	end
	else
		out<=out;
end
always@(posedge clk or negedge rst_n) begin
	if(!rst_n)
		out_valid<=0;
	else if(next_state==OUTPUT)
		out_valid<=0;
	else if(tmp==1)
		out_valid<=1;
	else
		out_valid<=out_valid;
end	
endmodule
</file>
<file path="flow/run.sh">
#!/bin/bash
# OpenROAD 26Q1-2900-gdf79404cd8, Yosys 0.63+post, stock flow scripts
make -C /OpenROAD-flow-scripts/flow DESIGN_CONFIG=/design/flow/config.mk WORK_HOME=/design/flow/orfs finish
</file>
==> flow_metrics.tcl <==
# metrics dict for downstream scripts
set metrics [dict create \
    start_kind "input port" \
    port_buffers 12 \
    top_cells_by_count "43 x nand2_1, 41 x a21oi_1, 39 x dfrtp_1" \
    ys_top_logic_family "AND-OR/OR-AND gates" \
    ys_seq_share_pct 29.6 \
    area_growth_pct 5.61 \
    clockBufferDepth 2 \
    crit_required_ns 4.97 \
    slew_headroom_pct 52.3 \
    synth-main-ff-cell "dfrtp_1" \
    yosysUniqueCellTypes 61 \
    cts_made_buffers 5 \
    flop_area_um2 1000 \
    drt_first_iter_violations 396 \
    grt.total_usage_pct 24.8 \
    ys_async_sr_fraction_pct 100 \
    die-area_um2 8850 \
    fp_util_pct 41.3 \
    ant_nets 0 \
    routed_via_density 6.35 \
    cts_max_level 2 \
    worst_pin_slew_ns 0.711 \
    hold_violations 0 \
    chipHeight_um 94.1 \
    grt_start_max_net_pins 53 \
    crit_path_max_fanout 36 \
    status "complete, no violations" \
    yosysTopAreaCell "dfrtp_1" \
    drive_above_1_share_pct 4.75 \
    die_w_um 94.1 \
    dp_hpwl_mm 6.79 \
    fillers 830 \
    edf_count 0 \
    synth.area.mux_share_pct 1.85 \
    placementRows 33 \
    r2r_start "count[1]" \
    gp_congestion 0.939 \
    netlist_instances 432 \
    fin_util_pct 43.6 \
    maxCapViolations 0 \
    area_leaders "dfrtp_1 29%, a21oi_1 6.1%, ha_1 5.9%" \
    grt_pass1_wl_mm 16.6 \
    fin_worst_skew_ns 0.0139 \
    synthAoiAreaFrac_pct 34.8 \
    synth_area_um2 3390 \
    worstSkewPairLatency_ns 0.31 \
    cp-startpoint "mode[2]" \
    ios 14 \
    setup_tns_ns 0 \
    clk_pin_slew_ns 0.09 \
    period_minus_slack_ns 3.22 \
    pre_cts_slack_ns 1.31 \
    worst_slack_ns 1.58 \
    powerDensity_nw_per_um2 553 \
    n_antenna_cell 0 \
    setup_violations 0 \
    maxSlewViolCount 0 \
    p_leak_nw 1.49 \
    antenna_found_initial 0 \
    postCtsHoldBufs 0 \
    warnings 31 \
    logic_area_um2 2150 \
    fmax_mhz 311 \
    cts_resized 0 \
    critPathKind "input port to flop" \
    xor_share_pct 0.258 \
    cts_root_buf "clkbuf_8" \
    ys_warn_count 1 \
    ys_ff 40 \
    synthDominantCellAreaShare_pct 28.8 \
    hold_class "flop to flop" \
    hold_slack_ns 0.437 \
    grt_pass1_vias 3097 \
    post_cts_buffers 0 \
    yosys.area_share.simple_pct 20.6 \
    vias 3340 \
    cp.arrival_ns 3.39 \
    core_area_um2 8220 \
    ys_area_um2 3390 \
    cts_tree "done" \
    adder_share_pct 5.90 \
    end_kind "flop" \
    finalCritPeriodShare_pct 67.1 \
    clock_sink_count 40 \
    synth.most_common_cell "nand2_1" \
    wl_mm 9.99 \
    hp-start "current_state[3]" \
    rsz0062_at_grt "no" \
    first_pass_iters 5 \
    drc 0 \
    ir_drop_v 0.000234 \
    syn_area_per_cell_um2 7.85 \
    wire_per_inst_um 19.0 \
    gr-total-overflow 0 \
    yosys_cells 432 \
]
==> layout make-up <==
class	count	share of cell area [%]
clock buffer	6	2.03
clock inverter	2	0.349
inverter	15	1.57
multi-input combinational	341	60.1
sequential	40	28.0
tap	105	3.67
timing repair buffer	17	4.26
==> flip-flops by register name, indices dropped and copies added, names as in the netlist <==
register	cells
p8	3
out_valid	1
p2	3
p6	3
p3	3
count	4
out	3
current_state	4
p1	3
p7	3
tmp	1
p5	3
p9	3
p4	3
==> logic make-up after synthesis <==
| group | after synthesis |
|---|---|
| adder cells (fa/ha/maj) | 16 |
| flip-flops | 40 |
| XOR/XNOR | 1 |
| other | 1 |
| multiplexers | 6 |
| AND/OR/NAND/NOR | 142 |
| AND-OR/OR-AND | 175 |
| buffers and inverters | 51 |
==> path summary, 6_finish.rpt <==
path,end,slack (ns),cells past startpoint
min,current_state[0],0.44,1
max reg2reg,p9[2],1.99,6
max in group asynchronous,p3[0],3.70,2
max,p8[2],1.58,7
min in group asynchronous,p4[2],0.72,2
min reg2reg,current_state[0],0.44,1
==> worst max-delay path: stages <==
cell and delay [ns]:
clkdlybuf4s50_1 0.68, buf_4 0.40, nor2b_1 0.55, o21ai_1 0.32
and3b_1 0.27, a21oi_1 0.10, o21ai_0 0.09
==> cell usage in the layout, fill, tap and decap left out, types with 8 or more instances in the layout <==
cell type and instances:
nand2_1 43, a21oi_1 41, dfrtp_1 39, nor2_1 34, o21ai_0 29, nand3_1 16, ha_1 16, inv_1 14
a22oi_1 14, a31oi_1 12, clkdlybuf4s50_1 11, nor3_1 9, o211ai_1 8
==> where the power goes <==
group          internal, W  total, W  switching [W]
Combinational     0.000431  0.000930       0.000499
Sequential        0.000483  0.000815       0.000332
Clock             0.000102  0.000236       0.000134
Total              0.00102   0.00198       0.000964
==> per-layer routing <==
layer	global-route usage (%)	vias up	share of wire, %
met5	0	-	0
met4	8.08	0	3.2
met3	4.77	32	8.2
met2	34.7	160	43
met1	39.2	1556	45
li1	-	1592	-
==> per-stage QoR <==
stage / cell area (um2) / instances / power [W]
floorplan: 3390 / 432 / 0.00143
global placement: 3500 / 518 / 0.00172
detailed placement: 3500 / 518 / 0.00172
CTS: 3580 / 526 / 0.00196
global route: 3580 / 526 / 0.00214
finish: 3580 / 526 / 0.00198
Power is estimated from default activity; no workload was simulated.
